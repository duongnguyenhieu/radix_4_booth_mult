`flow/config.mk`:
```
export PLATFORM = sky130hd
export DESIGN_NAME = booth_mult
export DESIGN_NICKNAME = booth_mult
export VERILOG_FILES = /design/flow/design.v
export SDC_FILE = /design/flow/constraint.sdc
export NUM_CORES = 4
export LEC_CHECK = 1
export CORE_UTILIZATION = 50
```
`flow/constraint.sdc`:
```
current_design booth_mult

set clk_period 6.7
set clk_io_pct 0.2

create_clock -name clk0 -period $clk_period [get_ports {clk}]

set non_clock_inputs [all_inputs -no_clocks]
set_input_delay [expr $clk_period * $clk_io_pct] -clock clk0 $non_clock_inputs
set_output_delay [expr $clk_period * $clk_io_pct] -clock clk0 [all_outputs]
```
`flow/design.v`:
```
module add_sub_unit #(parameter WIDTH = 8)(
  input  signed [WIDTH-1:0] A,
  input  signed [WIDTH-1:0] B,
  input  SnA, 
  output signed [WIDTH-1:0] S
);
  assign S = SnA ? (A - B) : (A + B);
endmodule
`timescale 1ns / 1ps
module booth_encoder (
  input  [2:0] booth_enc_in,
  output reg booth_enc_neg,
  output reg booth_enc_A,
  output reg booth_enc_2A
);
  always @(*) begin
  {booth_enc_neg, booth_enc_A, booth_enc_2A} = 3'b000;  
  case (booth_enc_in)
    3'b000, 3'b111: {booth_enc_neg, booth_enc_A, booth_enc_2A} = 3'b000;
    3'b001, 3'b010: {booth_enc_neg, booth_enc_A, booth_enc_2A} = 3'b010;
    3'b011:         {booth_enc_neg, booth_enc_A, booth_enc_2A} = 3'b001;
    3'b100:         {booth_enc_neg, booth_enc_A, booth_enc_2A} = 3'b101;
    3'b101, 3'b110: {booth_enc_neg, booth_enc_A, booth_enc_2A} = 3'b110;
    default:        {booth_enc_neg, booth_enc_A, booth_enc_2A} = 3'b000;
  endcase
end
endmodule
`timescale 1ns / 1ps
module booth_mult #(
  parameter A_WIDTH = 6,
  parameter B_WIDTH = 6,
  parameter P_WIDTH = A_WIDTH + B_WIDTH + 1
)(
  input  clk,
  input  rst_n,
  input  load,
  input  signed [A_WIDTH-1:0] A,
  input  signed [B_WIDTH-1:0] B,
  output reg signed [P_WIDTH-1:0] P
);
  reg  signed [P_WIDTH+B_WIDTH:0] reg_PB;
  reg  signed [P_WIDTH+B_WIDTH:0] mid_PB;   
  reg  signed [P_WIDTH+B_WIDTH:0] next_PB; 
  wire signed [2:0] booth_in;
  wire booth_enc_neg, booth_enc_A, booth_enc_2A;
  wire signed [P_WIDTH:0] A_ext;
  wire signed [P_WIDTH:0] A_shifted;
  wire signed [P_WIDTH:0] A_sel;
  wire signed [P_WIDTH:0] addsub_out;
  integer count;
  localparam MAX_COUNT = (B_WIDTH + 2)/ 2;
  reg done;
  typedef enum reg [1:0] {
    IDLE = 2'b00,
    SHIFT1 = 2'b01,
    ADD_SUB = 2'b10,
    SHIFT2 = 2'b11
  } state_t;
  state_t state;
  assign booth_in = reg_PB[2:0];  
  booth_encoder u_booth_encoder (
    .booth_enc_in (booth_in),
    .booth_enc_neg(booth_enc_neg),
    .booth_enc_A  (booth_enc_A),
    .booth_enc_2A (booth_enc_2A)
  );
  assign A_ext     = {{(P_WIDTH+1-A_WIDTH){A[A_WIDTH-1]}}, A};
  assign A_shifted = A_ext <<<1;
  assign A_sel =
      booth_enc_2A ? A_shifted :
      booth_enc_A  ? A_ext :
                     { (P_WIDTH+1){1'b0} };
  add_sub_unit #(.WIDTH(P_WIDTH+1)) u_add_sub (
    .A   (mid_PB[P_WIDTH+B_WIDTH : B_WIDTH]),  
    .B   (A_sel),
    .SnA (booth_enc_neg),
    .S   (addsub_out)
  );
  always @(posedge clk or negedge rst_n) begin
    if (!rst_n) begin
      reg_PB <= 0;
      P      <= 0;
      count  <= 0;
      done   <= 1'b0;
      state  <= IDLE;
    end
    else begin
      case (state)
        IDLE: begin
          if (load) begin
            reg_PB <= { {(P_WIDTH+1){1'b0}}, B, 1'b0 };  
            P      <= 0;
            count  <= 0;
            done   <= 1'b0;
            state  <= SHIFT1;
          end
        end
        SHIFT1: begin
          mid_PB <= $signed(reg_PB) >>> 1;
          state  <= ADD_SUB;
        end
        ADD_SUB: begin
          next_PB <= { addsub_out, mid_PB[B_WIDTH-1:0] };
          state   <= SHIFT2;
        end
        SHIFT2: begin
          reg_PB <= $signed(next_PB) >>> 1;
          count  <= count + 1;
          P <= mid_PB[P_WIDTH-1:0];
          if (count == MAX_COUNT - 1) begin
            done  <= 1'b1;
            state <= IDLE;
          end else begin
            state <= SHIFT1;  
          end
        end
      endcase
    end
  end
endmodule
```
`flow/run.sh`:
```
#!/bin/bash
# OpenROAD 26Q1-2900-gdf79404cd8, Yosys 0.63+post, stock flow scripts
make -C /OpenROAD-flow-scripts/flow DESIGN_CONFIG=/design/flow/config.mk WORK_HOME=/design/flow/orfs finish
```
==> Table 3: Implementation characteristics <==
Physical design parameters

Parameter                              Value

Outcome
  Outcome .................. finished, final reports clean

Setup path
  Launching element type of the critical path .................. input port
  WP data arrival .................. between 4 and 5 ns
  Worst-case register-to-register setup slack .................. approximately 2.4 ns
  Startpoint of the most critical setup path .................. A[1]
  Data required time of the worst path .................. 6.83 ns
  Maximum fanout along the worst path .................. 6
  Critical Path End Type .................. flop
  WS Path Type .................. input port to flop
  R2r startpoint .................. reg_PB[1]

Power and ir drop
  Largest vdd supply drop .................. 0.370 mV
  Lkg Pwr .................. around 2.4 nW
  Power density relative to cell area .................. a little over 500 nW/um^2

Worst hold path
  Startpoint of the worst hold path .................. state[2]
  Path class of the lowest-slack min-delay path .................. flop to flop

Detailed routing
  Post-route DRC violation count .................. 0
  Total inserted antenna cells .................. 0
  Wire length per cell after detailed routing .................. between 15 and 20 um
  Number of search-and-repair iterations in the first detailed-routing pass .................. 4
  Total via count after detailed routing .................. approximately 3,400
  Iteration-0 DRC count of the detailed router .................. roughly 110
  Routed WL .................. approximately 9600 um
  Vias/cell .................. between 5 and 6
  Detail Route Antenna Nets .................. 0

Clock tree
  Clock Pin Slew Worst Setup and Hold Paths .................. approximately 0.11 ns
  Post-cts hold buffer count .................. 0
  H-tree depth reported by CTS .................. 3
  Number of CTS-inserted buffers .................. 9
  CTS Root Cell .................. clkbuf_8
  Max Buffers Root-to-Sink .................. 2
  Buffers inserted by post-CTS timing repair .................. 0
  Cells resized by post-CTS repair .................. 0
  Clock latency at the later pin of the worst-skew pair .................. between 0.3 and 0.4 ns
  CTS tree .................. built
  Clock sinks .................. 105

Synth
  Cell count after synthesis .................. between 400 and 500
  Post-synth cell types .................. approximately 60
  Synth Area per Inst .................. around 11 um^2
  Yosys aoi share .................. between 10% and 20%
  Cell total in the yosys stat output .................. around 460
  Top comb family, area .................. simple AND/OR/NAND/NOR gates
  Xor/xnor cell area share of the yosys netlist .................. under 10%
  Total standard cell area after synthesis .................. ~5100 um^2
  Adder share .................. 4.54%
  Multiplexer share of the synthesized area .................. 2.73%
  Number of flops mapped to enable cells by yosys .................. 37
  Portion of the post-synthesis area used by sequential elements .................. 54.8%
  Share of flip-flops with an asynchronous set or reset after synthesis .................. between 60% and 70%
  Flops out of synthesis .................. approximately 110
  Simple-gate portion of the synthesized area .................. between 10% and 20%
  Top flip-flop cell by instance count after synthesis .................. dfrtp_1
  Post-synth area from yosys stat .................. 5130 um^2
  Synthesis warning total .................. 2

GRT
  First-pass GRT wire length .................. roughly 15,000 um
  Number of antenna violations at the first check in global routing .................. 0
  Aggregate global-route resource usage .................. between 20% and 30%
  Via count of the first global-routing pass .................. 3,037
  Global-route congestion overflow total .................. 0
  Largest net degree at the start of global routing .................. 46

STA
  Transition time of the tightest slew-check pin .................. about 0.67 ns
  Upper clock frequency limit .................. 0.221 GHz
  Final Max-Slew Violation Tally .................. 0
  Fin crit period .................. roughly 4.5 ns
  Max transition margin .................. between 50% and 60%
  Setup TNS .................. 0 ns
  Post-Route Skew .................. about 0.011 ns
  Post-route clock period utilization .................. between 60% and 70%
  Endpoints failing setup .................. 0
  Setup repair after global routing missed its margin .................. false
  Final-report hold violation count .................. 0
  Worst Setup Slack, final .................. around 2.2 ns

Die
  Io pins .................. 28
  Number of cell rows .................. 36
  Die height .................. 103 um
  Die span in x .................. slightly above 100 um
  Fp_density .................. a little over half
  Total Die Area .................. approximately 11,000 um^2
  Placeable core area .................. between 9000 and 10,000 um^2

Finish
  Commonest cells after routing, fill and taps aside .................. dfrtp_1 (67), nor2_1 (44), nand2_1 (37), edfxtp_1 (37), a22o_1 (27)
  Layout area overhead .................. 11.6%
  Fraction of layout cells with a size suffix above 1 .................. under 10%
  Most numerous logic cell after layout .................. dfrtp_1

Place
  Port-buffer cells .................. 27
  Detailed Place HPWL .................. about 6400 um
  Worst setup slack after placement .................. ~1.8 ns
  RD Place Congestion .................. about 0.88

Flow run
  Total number of warnings across the stage logs .................. 26
  Max Cap Viol .................. 0
-- registers in the layout (all words and copies together) (netlist names) --
register	count
count	32
next_PB	19
reg_PB	19
mid_PB	18
P	13
state	4
-- per-layer routing --
| metal | track usage, % | vias up | wire, um |
|---|---|---|---|
| met5 | 0 | - | 0 |
| met4 | 1.63 | 0 | 95 |
| met3 | 5.67 | 8 | 502 |
| met2 | 26.7 | 67 | 4000 |
| met1 | 36.8 | 1648 | 4950 |
| li1 | - | 1710 | - |
-- per-stage QoR --
stage | total power [W] | area [um^2] | utilization (%) | std cells | hold slack, ns
finish | 0.00298 | 5730 | 58.1 | 619 | 0.379
global route | 0.00325 | 5730 | 58.1 | 619 | 0.395
CTS | 0.00301 | 5730 | 58.1 | 619 | 0.380
detailed placement | 0.00262 | 5540 | 56.2 | 603 | 0.355
global placement | 0.00260 | 5540 | 56.2 | 603 | 0.353
floorplan | 0.00223 | 5130 | - | 455 | 0.346
-- worst paths after layout --
check	endpoint	depth (start not counted)
worst max-delay path	next_PB[19]	14
worst min-delay path	state[1]	0
worst max register to register	next_PB[19]	15
worst min register to register	state[1]	0
max in group asynchronous	P[7]	2
min in group asynchronous	count[24]	1
-- cell type report --
type	count	area, um^2
Clock buffer	10	138
Clock inverter	6	48.8
Fill cell	795	4140
Inverter	13	48.8
Multi-Input combinational cell	319	2200
Sequential cell	105	2810
Tap cell	133	166
Timing Repair Buffer	33	310
-- report_power, final --
part	switching, W	internal (W)
clock	0.000226	0.000150
combinational	0.000778	0.000728
sequential	0.000125	0.000968
total	0.00113	0.00185
-- critical path, stage by stage --
cell and delay [ns]:
clkdlybuf4s50_1 0.54, and3_1 0.17, a21oi_1 0.05, ha_1 0.22
o21ai_0 0.09, nand2_1 0.09, xnor2_1 0.16, ha_1 0.32
and2_1 0.17, a221oi_1 0.39, a21oi_1 0.17, o41ai_2 0.46
nor3_1 0.11, or3_1 0.37
-- cells in the mapped netlist (all sizes together) (2+ instances only) --
| master | instances | area, um^2 |
|---|---|---|
| o21ai | 22 | 110 |
| a22o | 27 | 236 |
| mux2i | 8 | 83.8 |
| nor2 | 44 | 165 |
| or3 | 9 | 57.6 |
| a21o | 3 | 22.5 |
| a21oi | 17 | 85.1 |
| nor4 | 9 | 62.6 |
| nor2b | 2 | 12.5 |
| nand4 | 10 | 62.6 |
| o211ai | 2 | 15.0 |
| a22oi | 2 | 15.0 |
| nand2 | 37 | 139 |
| o41ai | 2 | 32.5 |
| xnor2 | 15 | 131 |
| buf | 3 | 18.8 |
| or2 | 2 | 12.5 |
| a211oi | 2 | 15.0 |
| edfxtp | 37 | 1110 |
| ha | 17 | 213 |
| or4 | 2 | 18.8 |
| and2 | 6 | 37.5 |
| nand3b | 2 | 27.5 |
| o21a | 3 | 22.5 |
| xor2 | 25 | 219 |
| nand3 | 8 | 45.0 |
| inv | 13 | 48.8 |
| a221oi | 2 | 17.5 |
| o311a | 2 | 20.0 |
| clkbuf | 15 | 56.3 |
| nor3 | 7 | 35.0 |
| and3 | 9 | 57.6 |
| dfrtp | 67 | 1680 |
| nand2b | 3 | 18.8 |
| mux2 | 5 | 56.3 |
-- cell families (layout without fill, tap and decap cells) --
| group | Yosys count | count (layout) |
|---|---|---|
| flops | 105 | 105 |
| buf+inv | 31 | 62 |
| compound gates | 92 | 92 |
| xor+xnor | 40 | 40 |
| simple gates | 156 | 156 |
| fa+ha+maj | 18 | 18 |
| mux | 13 | 13 |
Power is estimated from default activity; no workload was simulated.
